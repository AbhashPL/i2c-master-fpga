`run.sh`:
```
#!/bin/bash
# OpenROAD 26Q1-2900-gdf79404cd8, Yosys 0.63+post, stock flow scripts
make -C /OpenROAD-flow-scripts/flow DESIGN_CONFIG=/design/flow/config.mk WORK_HOME=/design/flow/orfs finish
```
`config.mk`:
```
export PLATFORM = sky130hd
export DESIGN_NAME = i2c_top
export DESIGN_NICKNAME = i2c_top
export VERILOG_FILES = /design/flow/design.v
export SDC_FILE = /design/flow/constraint.sdc
export NUM_CORES = 4
export LEC_CHECK = 1
export CORE_UTILIZATION = 40
```
`constraint.sdc`:
```
current_design i2c_top

set clk_period 8.4
set clk_io_pct 0.2

create_clock -name clk0 -period $clk_period [get_ports {CLK_100MHz}]

set non_clock_inputs [all_inputs -no_clocks]
set_input_delay [expr $clk_period * $clk_io_pct] -clock clk0 $non_clock_inputs
set_output_delay [expr $clk_period * $clk_io_pct] -clock clk0 [all_outputs]
```
`design.v`:
```
`timescale 1ns / 1ps
module i2c_master_2 #(
	parameter DATA_WIDTH = 8,
	parameter CLOCK_CYCLES = 100_000_000,
	parameter SCL_CYCLES = 100_000
)(
	input clk_i,
	input rstn_i,
	input start_i,
	input [DATA_WIDTH-1:0] target_addr_i,
	input [DATA_WIDTH-1:0] addr_i,
	input [DATA_WIDTH-1:0] data_i,
	input write_i,
	inout scl,
	inout sda,
	output [DATA_WIDTH-1:0] rdata_o,
	output busy_o,
	output err_o
);
localparam integer ten_us = 1000 - 1;
localparam integer five_us = 1000/2 - 1;
localparam integer scl_counter = CLOCK_CYCLES/(2*SCL_CYCLES) - 1'd1;
localparam integer tbuf_cntr = ten_us;
localparam integer tsu_sta_cntr = five_us;  
localparam integer thd_sta_cntr = five_us;  
localparam integer tsu_sto_cntr = five_us;  
localparam [3:0] IDLE = 4'd0,
					START_SETUP = 4'd1,
					START_HD = 4'd2,
					TARGET_ADDR = 4'd3,
					REG_ADDR = 4'd4,
					WR_DATA = 4'd5,
					RD_DATA_CLKGEN = 4'd6,
					ACK_TARGET = 4'd7,  
					ACK_CTRL = 4'd8,  
					PREPARE_STOP = 4'd9,
					STOP = 4'd10,
					FINISH_STOP = 4'd11,
					REPEATED_START_PREP = 4'd12,
					REPEATED_START_END = 4'd13;
reg [$clog2(scl_counter):0] scl_timer_counter_reg, scl_timer_counter_next;
reg [$clog2(scl_counter):0] state_machine_cntr_reg, state_machine_cntr_next;
reg scl_in_d;
wire scl_in;
wire sda_in;
wire scl_rise =  scl_in & ~scl_in_d;
wire scl_fall = ~scl_in &  scl_in_d;
reg scl_low_reg, scl_low_next;
reg sda_low_reg, sda_low_next;
reg [3:0] num_bits_remaining_reg, num_bits_remaining_next;
reg [3:0] state_reg, state_next, state_prev;
reg ack_t_received;
reg rpt_start_reg, rpt_start_next;
reg clk_on_reg, clk_on_next;
reg busy_reg, busy_next;
reg err_reg, err_next;
reg [DATA_WIDTH-1:0] target_addr_reg, target_addr_next;
reg [DATA_WIDTH-1:0] waddr_reg, waddr_next;
reg [DATA_WIDTH-1:0] wdata_reg, wdata_next;
reg [DATA_WIDTH-1:0] rdata_reg, rdata_next;
reg scl_wait_high_reg, scl_wait_high_next;
assign scl = scl_low_reg ? 1'b0 : 1'bz;
assign sda = sda_low_reg ? 1'b0 : 1'bz;
assign scl_in = scl;
assign sda_in = sda;
assign busy_o = busy_reg;
assign err_o = err_reg;
assign rdata_o = rdata_reg;
always @(*) begin
	state_next = state_reg;
	busy_next = busy_reg;
	num_bits_remaining_next = num_bits_remaining_reg;
	err_next = err_reg;
	waddr_next = waddr_reg;
	wdata_next = wdata_reg;
	rdata_next = rdata_reg;
	target_addr_next = target_addr_reg;
	scl_timer_counter_next = scl_timer_counter_reg;
	state_machine_cntr_next = state_machine_cntr_reg;
	clk_on_next = clk_on_reg;
	sda_low_next = sda_low_reg;
	scl_low_next = scl_low_reg;
	scl_wait_high_next = scl_wait_high_reg;
	rpt_start_next = rpt_start_reg;
	ack_t_received = 'd0;
	if (state_machine_cntr_reg) begin
		state_machine_cntr_next = state_machine_cntr_reg - 1'd1;
	end
	if (clk_on_reg) begin
		if (scl_timer_counter_reg != 0) begin
			scl_timer_counter_next = scl_timer_counter_reg - 1'd1;
		end
		else begin
        if (scl_low_reg) begin
            scl_low_next       = 1'b0;
            scl_wait_high_next = 1'b1;
        end
        else if (scl_wait_high_reg) begin
            if (scl_in) begin
               scl_wait_high_next = 1'b0;
               scl_timer_counter_next = scl_counter - 1'd1;  
            end
        end
        else begin
            scl_low_next = 1'b1;
            scl_timer_counter_next = scl_counter;
        end
		end
	end else begin
		scl_low_next = 1'b0;
		scl_timer_counter_next = 'd0;
		scl_wait_high_next = 1'b0;
	end
	case (state_reg)
		IDLE:
			begin
				if (start_i) begin
					busy_next = 1'd1;
					state_next = START_SETUP;
					state_machine_cntr_next = tbuf_cntr;
					num_bits_remaining_next = DATA_WIDTH + 1'd1;
				end else begin
					scl_low_next = 1'b0;
					sda_low_next = 1'b0;
					rpt_start_next = 1'b0;
				end
			end
		START_SETUP:
			begin
				if (!state_machine_cntr_reg) begin
					sda_low_next = 1'd1;
					target_addr_next = {target_addr_i[6:0],1'b0};
					state_machine_cntr_next = thd_sta_cntr;
					state_next = START_HD;
				end
			end
		START_HD:
			begin
				if (!state_machine_cntr_reg) begin
					state_next = TARGET_ADDR;
					clk_on_next = 1'd1;
				end
			end
		TARGET_ADDR:
			begin
				if (scl_fall) begin
					num_bits_remaining_next = num_bits_remaining_reg - 1'b1;
					sda_low_next = num_bits_remaining_next ? ~target_addr_reg[7] : 1'b0;
					target_addr_next = {target_addr_reg[6:0], 1'b0};
					state_next = num_bits_remaining_next ? TARGET_ADDR : ACK_TARGET;
					state_machine_cntr_next = 'd0;
				end else begin
					state_next = TARGET_ADDR;
				end
			end
		REG_ADDR:
			begin
				if (scl_fall) begin
					num_bits_remaining_next = num_bits_remaining_reg - 1'b1;
					sda_low_next = num_bits_remaining_next? ~waddr_reg[7] : 1'b0;
					waddr_next = {waddr_reg[6:0], 1'b0};
					state_next = num_bits_remaining_next ? REG_ADDR : ACK_TARGET;
					state_machine_cntr_next = 'd0;
				end
			end
		WR_DATA:
			begin
				if (!state_machine_cntr_reg) begin
					if (scl_fall) begin
						num_bits_remaining_next = num_bits_remaining_reg - 1'b1;
						sda_low_next = num_bits_remaining_next? ~wdata_reg[7] : 1'b0;
						wdata_next = {wdata_reg[6:0], 1'b0};
						state_next = num_bits_remaining_next ? WR_DATA : ACK_TARGET;
						state_machine_cntr_next = 'd0;
					end
				end
			end
		RD_DATA_CLKGEN:
			begin
				if (scl_rise) begin
					rdata_next = {rdata_reg[6:0] , sda_in};
					num_bits_remaining_next = num_bits_remaining_reg - 1'b1;
					if (num_bits_remaining_next == 1) begin
						state_next = ACK_CTRL;
					end
				end
			end
		ACK_CTRL:
			begin
				if (scl_fall) begin
					sda_low_next = 1'd0;
					state_next = PREPARE_STOP;
					state_machine_cntr_next = 'd0;
				end
			end
		ACK_TARGET:
			begin
				if (scl_rise) begin
					if (!sda_in) begin
						if (state_prev == TARGET_ADDR) begin
							if (rpt_start_reg) begin
								state_next = RD_DATA_CLKGEN;
								waddr_next = 'd0;
							end else begin
								state_next = REG_ADDR;
								waddr_next = addr_i;
							end
							rpt_start_next = 1'b0;
							ack_t_received = 'd1;
							num_bits_remaining_next = DATA_WIDTH + 1'd1;
							state_machine_cntr_next = 'd0;
						end else if (state_prev == REG_ADDR) begin
							state_next = write_i ? WR_DATA : REPEATED_START_PREP;
							num_bits_remaining_next = DATA_WIDTH + 1'd1;
							ack_t_received = 'd1;
							wdata_next = data_i;
							state_machine_cntr_next = 'd0;
						end else begin
							state_machine_cntr_next = 'd0;
							ack_t_received = 'd1;
							state_next = PREPARE_STOP;
							num_bits_remaining_next = 4'd0;
						end
					end else begin
						err_next = 1'd1;
					end
				end
			end
		REPEATED_START_PREP:
			begin
				if (scl_rise) begin
					clk_on_next = 1'd0;
					state_machine_cntr_next = tsu_sta_cntr;
					state_next = REPEATED_START_END;
				end
			end
		REPEATED_START_END:
			begin
				if (!state_machine_cntr_reg) begin
					rpt_start_next = 1'b1;
					sda_low_next = 1'b1;
					target_addr_next = {target_addr_i[6:0],1'b1};
					state_machine_cntr_next = thd_sta_cntr;
					state_next = START_HD;
				end
			end
		PREPARE_STOP:
			begin
				if (scl_fall) begin
						sda_low_next = 1'd1;
						state_next = STOP;
						state_machine_cntr_next = 'd0;
				end
			end
		STOP:
			begin
				if (scl_in) begin
					state_machine_cntr_next = tsu_sto_cntr - 1'd1;
					clk_on_next = 'd0;
					state_next = FINISH_STOP;
				end else begin
					state_machine_cntr_next = 'd0;
					state_next = STOP;
				end
			end
		FINISH_STOP:
			begin
				if (!state_machine_cntr_reg) begin
					sda_low_next = 1'd0;
					busy_next = 1'b0;
					state_next = IDLE;
				end
			end
	endcase
end
always @(posedge clk_i) begin
	scl_in_d <= scl_in;
	if (!rstn_i) begin
		scl_low_reg <= 1'd0;
		sda_low_reg <= 1'd0;
		state_reg <= IDLE;
		state_prev <= 1'd0;
		scl_timer_counter_reg <= 'd0;
		state_machine_cntr_reg <= 'd0;
		num_bits_remaining_reg <= 'd0;
		target_addr_reg <= 'd0;
		waddr_reg <= 'd0;
		wdata_reg <= 'd0;
		rdata_reg <= 'd0;
		err_reg <= 'd0;
		busy_reg <= 'd0;
		clk_on_reg <= 'd0;
		scl_wait_high_reg <= 'd0;
		rpt_start_reg <= 'd0;
		ack_t_received <= 'd0;
	end else begin
		scl_low_reg <= scl_low_next;
		sda_low_reg <= sda_low_next;
		state_reg <= state_next;
		if (state_next != state_reg)
			state_prev <= state_reg;
		scl_timer_counter_reg <= scl_timer_counter_next;
		state_machine_cntr_reg <= state_machine_cntr_next;
		num_bits_remaining_reg <= num_bits_remaining_next;
		target_addr_reg <= target_addr_next;
		waddr_reg <= waddr_next;
		wdata_reg <= wdata_next;
		rdata_reg <= rdata_next;
		err_reg <= err_next;
		busy_reg <= busy_next;
		clk_on_reg <= clk_on_next;
		scl_wait_high_reg <= scl_wait_high_next;
		rpt_start_reg <= rpt_start_next;
	end
end
endmodule
`timescale 1ns / 1ps
module i2c_top(
	input CLK_100MHz,
	inout EXP_IO_N2,  
	inout EXP_IO_P2,  
	output EXP_IO_P4,  
	output TX
);
localparam [7:0] hold_reset_ns = 28'd200;
localparam [7:0] rst_count = (hold_reset_ns/10) - 1;
localparam integer DATA_WIDTH = 4'd8;
localparam [7:0] mpl3115_slave_addr = 'h60;
localparam [7:0] who_am_i_reg = 'h0c;
localparam [2:0] RESET = 3'd0,
					RESET_FINI = 3'd1,
					START_TRANSACTION = 3'd2,
					WAIT_FOR_FINISH = 3'd3,
					SEND_ON_UART = 3'd4,
					UART_TRANSMIT_FINISH = 3'd5;
reg [DATA_WIDTH-1:0] target_addr_reg;
reg [DATA_WIDTH-1:0] addr_reg;
reg [DATA_WIDTH-1:0] data_reg;
reg rstn_reg;
reg write_reg;
reg start_reg;
wire busy_out;
wire err_out;
wire [DATA_WIDTH-1:0] rdata_out;
reg [28:0] local_timer;
reg [2:0] state_reg;
reg uart_transmit = 1'b0;
reg [7:0] uart_tx_data;
wire tx_err;
wire is_transmitting;
i2c_master_2 #(
	.DATA_WIDTH(8),
	.CLOCK_CYCLES(100_000_000),
	.SCL_CYCLES(100_000)
) i2c_master_inst (
	.clk_i(CLK_100MHz),
	.rstn_i(rstn_reg),
	.start_i(start_reg),
	.target_addr_i(target_addr_reg),
	.addr_i(addr_reg),
	.data_i(data_reg),
	.write_i(write_reg),
	.rdata_o(rdata_out),
	.scl(EXP_IO_N2),
	.sda(EXP_IO_P2),
	.busy_o(EXP_IO_P4),
	.err_o(err_out)
);
uart_tx my_uart_tx(
	.clk_i(CLK_100MHz),
	.tx_byte_i(uart_tx_data),
	.transmit_i(uart_transmit),
	.tx_o(TX),
	.tx_err_o(tx_err),
	.is_transmitting_o(is_transmitting)
);
initial begin
    state_reg = RESET;
    local_timer = 0;
    rstn_reg = 0;
    start_reg = 0;
    write_reg = 0;
	 uart_transmit = 1'b0;
end
always @(posedge CLK_100MHz) begin
	if (local_timer) begin
		local_timer <= local_timer - 1'd1;
	end
	case (state_reg)
		RESET:
			begin
				local_timer <= rst_count;
				rstn_reg <= 1'd0;
				state_reg <= RESET_FINI;
			end
		RESET_FINI:
			begin
				if (!local_timer) begin
					rstn_reg	<= 1'd1;
					local_timer <= 999;
					state_reg <= START_TRANSACTION;
				end
			end
		START_TRANSACTION:
			begin
				if (!local_timer) begin
					start_reg <= 1'b1;
					write_reg <= 1'b0;
					target_addr_reg <= mpl3115_slave_addr;
					addr_reg <= who_am_i_reg;
					data_reg <= 'd0;
					state_reg <= WAIT_FOR_FINISH;
				end
			end
		WAIT_FOR_FINISH:
			begin
				if (!EXP_IO_P4) begin
					start_reg <= 1'b0;
					state_reg <= SEND_ON_UART;
					local_timer <= 'd0;
				end
			end
		SEND_ON_UART:
			begin
				if (!local_timer) begin
					uart_transmit <= 1'b1;
					uart_tx_data <= rdata_out;
					local_timer <= 999;
					state_reg <= UART_TRANSMIT_FINISH;
				end
			end
		UART_TRANSMIT_FINISH:
			begin
				if (!local_timer) begin
					uart_transmit <= 1'b0;
					local_timer <= 200_000_000 - 1;
					state_reg <= START_TRANSACTION;
				end
			end
	endcase
end
endmodule
`timescale 1ns / 1ps
module uart_tx #(
	CLK_CYCLES = 100_000_000,
	BAUD_RATE  = 19200
)
(
	input clk_i,
	input [7:0] tx_byte_i,
	input transmit_i,
	output tx_o,
	output tx_err_o,
	output is_transmitting_o
);
function integer log2(input integer M);
    integer i;
begin
    log2 = 1;
    for (i = 0; 2**i <= M; i = i + 1)
        log2 = i + 1;
end
endfunction
localparam one_baud_cycles = (CLK_CYCLES / BAUD_RATE) - 1;
localparam [2:0] 
	TX_IDLE  = 3'd0,
	TX_SENDING = 3'd1,
	TX_STOP	= 3'd2,
	TX_ERR  = 3'd3;
reg tx_reg;
reg tx_err_reg;
reg is_transmitting_reg;
reg [7:0] tx_send_byte;
reg [log2(one_baud_cycles):0] tx_timer = 1'd0;
reg [2:0] tx_state = TX_IDLE;
reg [3:0] tx_bits_remaining;
assign tx_o = tx_reg;
assign tx_err_o = tx_err_reg;
assign is_transmitting_o = is_transmitting_reg;
always @(posedge clk_i) begin
	if (tx_timer) begin
		tx_timer <= tx_timer - 1'd1;
	end
	case (tx_state)
		TX_IDLE:
				if (transmit_i) begin
					tx_timer <= one_baud_cycles;
					tx_reg <= 0;  
					tx_state <= TX_SENDING;
					tx_send_byte <= tx_byte_i;
					tx_bits_remaining <= 4'd7;
					tx_err_reg <= 1'b0;
					is_transmitting_reg <= 1'b1;
				end else begin
					tx_timer <= 0;
					tx_reg <= 1'b1;
					tx_state <= TX_IDLE;
					tx_send_byte <= 8'd0;
					tx_bits_remaining <= 4'd0;
					tx_err_reg <= 1'b0;
					is_transmitting_reg <= 1'b0;
				end
		TX_SENDING:
			if (!tx_timer) begin
				tx_reg <= tx_send_byte[0];
				tx_bits_remaining <= tx_bits_remaining - 1'd1;
				tx_send_byte <= {1'd0,tx_send_byte[7:1]};
				tx_timer <= one_baud_cycles;
				tx_state <= (tx_bits_remaining) ? TX_SENDING : TX_STOP;
			end else begin
				tx_state <= TX_SENDING;
			end
		TX_STOP:
			if (!tx_timer) begin
				if (transmit_i) begin
					tx_state <= TX_ERR;
				end else begin
					tx_timer <= one_baud_cycles;
					tx_reg <= 1'b1;
					tx_state <= TX_IDLE;
				end
			end else begin
				tx_state <= TX_STOP;
			end
		TX_ERR:
			tx_err_reg <= 1'b1;
	endcase	
end
endmodule
```
==> GITHUB_STEP_SUMMARY <==
### Metrics collected by this job

| Metric | Value |
|---|---|
| Status | `complete, no violations` |
| # IOs | `5` |
| Clock tree buffer depth | `2` |
| Largest net degree at the start of global routing | `15` |
| Post-CTS Resized | `0` |
| Post-Place Setup Slack | `5.33 ns` |
| Final wirelength | `8340 um` |
| Final ANT Viol Nets | `0` |
| Area Overhead vs Synth | `9.53%` |
| CTS Hold Buffers Added | `0` |
| Synth Flop Type | `dfxtp_1` |
| Root Buffer | `clkbuf_8` |
| Flop-to-flop setup slack | `5.29 ns` |
| GRT overflow | `0` |
| Port buffer count | `2` |
| Commonest Layout Cell | `dfxtp_1` |
| Area share of the largest cell type after synthesis | `28.8%` |
| Mapped cell area | `3960 um^2` |
| Yosys Instances | `462` |
| Post-DP Area | `4070 um^2` |
| Top cells by area | `dfxtp_1, edfxtp_1, ha_1` |
| Design Area, Final | `4340 um^2` |
| Clock sink count | `70` |
| Cell Pwr Density | `162 nW/um^2` |
| Post-synthesis register bit count | `70` |
| Hold Crit Depth | `2` |
| Via count | `3322` |
| Top Layout Cells | `dfxtp_1, nor2_1, nand2_1` |
| Clock transition at path regs | `0.08 ns` |
| Final setup TNS | `0 ns` |
| Syn avg cell area | `8.58 um^2` |
| First-pass GRT wire length | `14400 um` |
| Total CTS buffers | `9` |
| Register area share after synthesis | `38.6%` |
| Ant diodes | `0` |
| Die Wd | `102 um` |
| Final worst-path cycle share | `37.0%` |
| DRC violations left | `0` |
| FFs w/ async S/R, synth | `0%` |
| GRT Overall Usage | `18.0%` |
| Vias in the first global route | `3068` |
| Clock Latency Late Sink | `0.35 ns` |
| Beginning of the worst register-to-register path | `local_timer[0]$_DFF_P_` |
| Number of flip-flops in the largest register | `29` |
| Layout cells sized above 1 | `8.87%` |
| Vias per std cell | `5.62` |
| First-pass DRT Iterations | `4` |
| R2r worst-path depth | `8` |
| Routed wire per std cell | `14.1 um` |
| Starting density of the core | `42.1%` |
| Max Transition Viols Final | `0` |
| Slew @ Worst Pin | `0.763 ns` |
| Final hold viol count | `0` |
| Cells after Synth | `462` |
| Die height | `102 um` |
| CP required | `8.43 ns` |
| Worst hold path startpoint | `local_timer[28]$_DFF_P_` |
| VDD IR-drop max | `0.102 mV` |
| Final GP Congestion | `0.921` |
| Number of max-cap violations | `0` |
| Fin crit period | `3.11 ns` |
| Hold EP | `local_timer[28]$_DFF_P_` |
| Leading area contributor after synthesis | `dfxtp_1` |
| Fin worst setup slack | `5.29 ns` |
| Distinct cells, synth | `70` |
| Tool warning count | `31` |
| Setup repair bufs after CTS | `0` |
| Max frequency | `322 MHz` |
| Initial antenna violation count | `0` |
| Slew HR | `48.8%` |
| Yosys synthesis chip area | `3960 um^2` |
| DIE AREA | `10300 um^2` |
| CP arrival | `3.14 ns` |
| Worst Path Max Fanout | `14` |
| H-tree levels | `3` |
| R2R Path End | `state_reg[1]$_DFFE_PP_` |
| WS Path Type | `register to register` |
| Flip-flops with a built-in enable | `13` |
| Clk_skew | `0.0164 ns` |
| Endpoint class of the critical path | `register` |
| Violation count after the first detailed-route iteration | `137` |
| Startpoint types | `register` |
| FP Rows | `35` |
| RSZ-0062 raised after global routing | `no` |
| Core Area | `9420 um^2` |
| Leakage | `1.52 nW` |
| TritonCTS clock tree | `done` |
| Fill cells | `895` |
| Post-DP HPWL | `5740 um` |
| Setup violators final | `0` |
| Ys Warns | `5` |
| Hold WC Path Type | `register to register` |
| Crit path from | `local_timer[0]$_DFF_P_` |
kinds of logic (layout without fill, tap and decap cells):
kind of cell	count (synthesis)	after routing	synth area share [%]
fa+ha+maj	14	14	4.42
buf+inv	43	42	4.45
compound gates	119	119	19.8
other cells	1	2	0.0946
flops	70	70	38.6
mux	9	9	2.34
xor+xnor	22	22	4.86
simple gates	184	184	25.4
report_power, final:
part | switching (mW) | total [mW] | leakage [nW] | internal, mW
Combinational | 0.0000131 | 0.0000139 | 0.775 | 0
Clock | 0.131 | 0.364 | 0.133 | 0.234
Sequential | 0 | 0.340 | 0.610 | 0.340
worst max-delay path by stage:
stage                                     to  slack, ns  depth (start not counted)
final                 state_reg[1]$_DFFE_PP_       5.29                          8
after global routing  state_reg[1]$_DFFE_PP_       4.93                          8
after CTS             state_reg[1]$_DFFE_PP_       5.31                          8
layer usage:
metal  share of wire (%)  global-route usage, %  vias up
li1                    -                      -     1699
met1                  50                   27.0     1540
met2                  45                   28.1       67
met3                 4.1                   3.36       16
met4                 1.6                   3.23        0
met5                   0                      0        -
cells in the mapped netlist (12+ instances only):
master / count
o21ai_0: 28
ha_1: 14
clkbuf_1: 12
edfxtp_1: 13
dfxtp_1: 57
nand3_1: 12
inv_1: 20
xnor2_1: 16
nor4_1: 12
a21oi_1: 30
nand2_1: 34
nor2_1: 41
a211oi_1: 13
nor3_1: 20
worst max-delay path: stages, from the launching register on:
cell,delay [ns]
dfxtp_1,0.33
inv_1,0.06
ha_1,0.19
nor4b_2,0.35
nand4_1,0.35
nor3_2,0.74
inv_2,0.29
o21a_1,0.25
o21ai_1,0.24
metrics by stage:
step / instances / utilization (%) / hold WS, ns / power (mW)
final: 591 / 46.1 / 0.445 / 0.704
after global routing: 591 / 46.1 / 0.475 / 0.727
after CTS: 591 / 46.1 / 0.450 / 0.713
after detailed placement: 575 / 43.2 / 0.441 / 0.348
after global placement: 575 / 43.2 / 0.427 / 0.348
after floorplan: 463 / - / 0.420 / 0.349
layout make-up:
cell class              instances  area (um^2)  share of cell area [%]
well taps                     129          161                    3.72
inverters                      23         86.3                    1.99
clock buffers                  12          178                    4.09
clock inverters                 4         97.6                    2.25
repair buffers                  3         27.5                   0.634
multi-input cells             350         2260                    52.0
flip-flops and latches         70         1530                    35.3
No activity file was given, so power comes from the tool's default toggle rates.
